===== design.v =====
`timescale 1ns / 1ps
module byte_reader (
    input  wire [32-1:0]  mem_data,   
    input  wire [3-1:0] func3,
    input  wire [3:0]              byte_mask,  
    output reg  [32-1:0]  wb_data,    
    output reg                     valid       
);
    wire sign_ext = ~func3[2];  
    reg [32-1:0] masked_data;
    reg [32-1:0] shifted_data;
    integer i;
    always @(*) begin
        for (i = 0; i < 4; i = i + 1) begin
            if (byte_mask[i] == 1'b1) begin
                masked_data[(i*8)+:8] = mem_data[(i*8)+:8];
            end else begin
                masked_data[(i*8)+:8] = 8'h0;
            end
        end
    end
    always @(*) begin
        case (func3)
            3'b010                : shifted_data = masked_data;
            3'b000, 3'b100     : begin  
                case (byte_mask)
                    4'b0001: shifted_data = masked_data;
                    4'b0010: shifted_data = masked_data >> 8;
                    4'b0100: shifted_data = masked_data >> 16;
                    4'b1000: shifted_data = masked_data >> 24;
                endcase
            end
            3'b001, 3'b101: begin  
                case (byte_mask)
                    4'b0011: shifted_data = masked_data;
                    4'b1100: shifted_data = masked_data >> 16;
                endcase
            end
        endcase
    end
    always @(*) begin
        case (func3) 
            3'b010                : wb_data = shifted_data;  
            3'b000, 3'b100     : wb_data = sign_ext ? {{24{shifted_data[7]}},shifted_data[7:0]}   : shifted_data;  
            3'b001, 3'b101: wb_data = sign_ext ? {{16{shifted_data[15]}},shifted_data[15:0]} : shifted_data;  
        endcase
        valid = | byte_mask;
    end
endmodule

===== run.sh =====
#!/bin/bash
# OpenROAD 26Q1-2900-gdf79404cd8, Yosys 0.63+post, stock flow scripts
make -C /OpenROAD-flow-scripts/flow DESIGN_CONFIG=/design/flow/config.mk WORK_HOME=/design/flow/orfs finish

===== config.mk =====
export PLATFORM = sky130hd
export DESIGN_NAME = byte_reader
export DESIGN_NICKNAME = byte_reader
export VERILOG_FILES = /design/flow/design.v
export SDC_FILE = /design/flow/constraint.sdc
export NUM_CORES = 4
export LEC_CHECK = 1
export CORE_AREA = 10 10 113 113
export DIE_AREA = 0 0 123 123

===== constraint.sdc =====
current_design byte_reader

set clk_period 1.0
set clk_io_pct 0.2

create_clock -name clk0 -period $clk_period

set non_clock_inputs [all_inputs -no_clocks]
set_input_delay [expr $clk_period * $clk_io_pct] -clock clk0 $non_clock_inputs
set_output_delay [expr $clk_period * $clk_io_pct] -clock clk0 [all_outputs]

==> changes_impl.md <==
### Physical design

* Pre-Place Util at approximately 18%
* Max IR drop VDD at ~180 uV
* Worst slew margin at 43.6%
* Failing checks: negative setup slack
* Core Rows at 37
* Critical Path End Type: primary output
* Register pins left without a clock at around 64
* Total gr overflow at 0
* Cell Chain, Critical Path: buf_6 > or4_1 > buf_2
* Tool warnings at 34
* DRC errors left at 0
* Global-route wire length before repair at around 9000 um
* Synth unique cells at 38
* Layout Cells excl Fill at between 400 and 500
* Multi-input logic area at between 800 and 900 um2
* RSZ-0062 raised after global routing: true
* DR pass1 iterations at 4
* Max incr delay on CP at ~0.5 ns
* Endpoints left unconstrained at ~96
* Xor/xnor share at about 1.4%
* Core area at slightly above 10000 um2
* Delay-heaviest family, CP: simple AND/OR/NAND/NOR gates
* Layout area overhead at 45.8%
* Synth Register Bits at around 64
* Die Span X at around 120 um
* Die Y at 123 um
* Setup violators final at 1
* CP Max Fanout at 2
* Total Power at between 0.8 and 0.9 mW
* Top_reg_cell synth: dlxtn_1
* Area leader, netlist: dlxtn_1
* Placed cell areas at ~2700 um2
* Number of flops mapped to enable cells by yosys at 0
* Post-synth top cells: dlxtn_1 (64), and2_1 (16), nor2_1 (14)
* Syn Area/Cell at ~9.3 um2
* Asr flop ratio synth at 0%
* Final core occ at about a quarter
* Pwr dens at roughly 320 nW/um2
* Fraction of layout cells with a size suffix above 1 at around 5.2%
* Yosys cell count at just over 200
* Max_cap viols at 0
* Mux cell area share at less than 1%
* Setup TNS at -0.115 ns
* Clock share of power at 0%
* Overall routing resource usage at 7.43%
* Area share, top type at between 50% and 60%
* Worst-Margin Slew at 0.844 ns
* N_diodes at 0
* Seq pwr share at 30.5%
* Fillers at approximately 1100
* Count of buffers from port buffering at around 72
* Chip Area at roughly 15000 um2
* Crit start category: primary input
* Syn Inst Count at slightly above 200
* Comb area leader: AND-OR/OR-AND gates
* Fin crit period at approximately 1.1 ns
* Switching power at between 0.2 and 0.3 mW
* Setup CP Type: primary input to primary output
* Final period util at 112%
* Vias at approximately 1600
* Highest clock rate at between 0.8 and 0.9 GHz
* Hold Vio Cnt, Final at 0
* Status: finished, violations left
* Critical path's slowest cell: or4_1
* Fin worst setup slack at -0.115 ns
* Initial DRC Count at between 100 and 150
* DP Worst Slack at -0.767 ns
* Sequential cell area at just under 1000 um2
* Worst EP arrival at just over 0.9 ns
* Post-Synthesis Cell Area at 1880 um2
* Hold crit path type: primary input to primary output
* Hold slack at around 0.64 ns
* WP data required at approximately 0.80 ns
* Top post-synthesis cells by area: dlxtn_1 (51%), and2_1 (5.3%), a22o_1 (4.7%)
* Aoi share at a little over a quarter
* Fa+ha+maj area frac at 0%
* Largest net degree at the start of global routing at 33
* Net Sw Frac at approximately 34%
* YS chip area at around 1900 um2
* Post-CTS Hold Buffers at 0
* Worst path buffer plus inverter count at 2
* Via-to-Cell Ratio at roughly 4
* Syn. warnings at 1
* Combinational share of power at a little over two thirds
* Final Wtd Congestion at approximately 0.8
* Cell with the most instances after synthesis: dlxtn_1
* Int Power at around 0.57 mW
* Vias in the first global route at around 1700
* Finished Cell Area at about 2700 um2
* Basic Gates by Area at between 10% and 20%
* Max-slew violations at 0
* Remaining antenna violation count after routing at 0
* Number of top-level pins at between 70 and 80
* Hpwl dp at around 5000 um
* WL/cell at roughly 14 um
* Dpl cells at 402
* Drt total wl at roughly 5800 um
* Leakage power at approximately 1.2 nW
* Initial antenna violation count at 0
path summary, 6_finish.rpt:
kind | start | to | slack [ns] | cells past startpoint
worst min-delay path | byte_mask[3] | valid | 0.64 | 3
worst max-delay path | byte_mask[3] | valid | -0.12 | 3
placed cells by master (no fill, tap or decap), types with 2 or more instances in the layout:
master | synthesis | routed
a21boi_1 | 2 | 2
a21o_1 | 6 | 6
a21oi_1 | 3 | 3
a221o_1 | 4 | 4
a221oi_1 | 3 | 3
a222oi_1 | 3 | 3
a22o_1 | 10 | 10
a22oi_1 | 5 | 5
and2_1 | 16 | 16
buf_2 | 7 | 2
buf_4 | 3 | 6
buf_6 | 0 | 2
clkdlybuf4s50_1 | 0 | 67
dlxtn_1 | 64 | 64
nand2_1 | 13 | 13
nand3b_1 | 2 | 2
nor2_1 | 14 | 14
nor2b_1 | 2 | 2
nor3_1 | 2 | 2
o21a_1 | 11 | 11
o21ai_0 | 10 | 10
xnor2_1 | 2 | 2
power by group through the flow:
| stage | Combinational [mW] | Sequential (mW) | Clock [mW] |
|---|---|---|---|
| finish | 0.599 | 0.263 | 0 |
| global route | 0.664 | 0.272 | 0 |
| CTS | 0.607 | 0.265 | 0 |
per-layer routing:
layer	track usage [%]	part of all wire, %
met2	14.5	54
met1	8.45	40
met3	1.25	5.0
met4	0.801	1.3
met5	0	0
kinds of logic (layout without fill, tap and decap cells):
family,count (synthesis),after routing
latches,64,64
multiplexers,1,1
XOR/XNOR,3,3
AND-OR/OR-AND,64,64
buffers and inverters,14,79
AND/OR/NAND/NOR,56,56
sequential cells by signal, indices dropped and copies added (netlist names):
| signal | count |
|---|---|
| shifted_data | 32 |
| wb_data | 32 |
repair_timing:
item,CTS,global route
setup buffers,1,0
pin swaps,1,0
resized,17,1
endpoints found under the setup margin,1,1
cell type report:
class | count | area share [%]
flip-flops and latches | 64 | 35.1
multi-input cells | 124 | 30.9
repair buffers | 78 | 27.7
well taps | 136 | 6.22
inverters | 1 | 0.137
Power is estimated from default activity; no workload was simulated.
