**design/flow/config.mk**
```make
export PLATFORM = sky130hd
export DESIGN_NAME = load_store_decoder
export DESIGN_NICKNAME = load_store_decoder
export VERILOG_FILES = /design/flow/design.v
export SDC_FILE = /design/flow/constraint.sdc
export NUM_CORES = 4
export LEC_CHECK = 1
export CORE_AREA = 10 10 107 107
export DIE_AREA = 0 0 117 117
```
**design/flow/constraint.sdc**
```tcl
current_design load_store_decoder

set clk_period 3.4
set clk_io_pct 0.2

create_clock -name clk0 -period $clk_period

set non_clock_inputs [all_inputs -no_clocks]
set_input_delay [expr $clk_period * $clk_io_pct] -clock clk0 $non_clock_inputs
set_output_delay [expr $clk_period * $clk_io_pct] -clock clk0 [all_outputs]
```
**design/flow/design.v**
```verilog
`timescale 1ns / 1ps
module load_store_decoder (
    input  wire [32-1:0]  alu_result_addr,
    input  wire [3-1:0] func3,
    input  wire [32-1:0]  reg_read,
    output reg  [3:0]              byte_enb,
    output reg  [32-1:0]  data
);
    wire [1:0] addr_offset = alu_result_addr[1:0];
    always @(*) begin
        case (func3)
            3'b000, 3'b100    : begin  
                case (addr_offset) 
                    2'b00  : begin  
                        byte_enb = 4'b0001;
                        data     = reg_read & 32'h000000FF;
                    end
                    2'b01  : begin  
                        byte_enb = 4'b0010;
                        data     = (reg_read & 32'h000000FF) << 8;
                    end
                    2'b10  : begin  
                        byte_enb = 4'b0100;
                        data     = (reg_read & 32'h000000FF) << 16;
                    end
                    2'b11  : begin  
                        byte_enb = 4'b1000;
                        data     = (reg_read & 32'h000000FF) << 24;
                    end
                    default: byte_enb = 4'b0000;
                endcase
            end
            3'b001, 3'b101: begin  
                case (addr_offset)
                    2'b00  : begin
                        byte_enb = 4'b0011;
                        data     = (reg_read & 32'h0000FFFF);
                    end
                    2'b10  : begin
                        byte_enb = 4'b1100;
                        data     = (reg_read & 32'h0000FFFF) << 16;
                    end
                    default       : byte_enb = 4'b0000;
                endcase
            end
            3'b010: begin  
                byte_enb = (addr_offset == 2'b00) ? 4'b1111 : 4'b0000;
                data     = reg_read;
            end
            default: byte_enb = 4'b0000;
        endcase
    end
endmodule
```
**design/flow/run.sh**
```bash
#!/bin/bash
# OpenROAD 26Q1-2900-gdf79404cd8, Yosys 0.63+post, stock flow scripts
make -C /OpenROAD-flow-scripts/flow DESIGN_CONFIG=/design/flow/config.mk WORK_HOME=/design/flow/orfs finish
```
==> impl_report.txt <==
RUN METRICS
----------------------------------------------------
[Worst setup path]
  Slowest CP cell ........................ clkdlybuf4s50_1
  Required time at the worst-slack endpoint ........................ 2.72 ns
  Max incr delay on CP ........................ 0.61 ns
  CP endpoint kind ........................ output port
  WS Path Type ........................ input port to output port
  Sequence of cells on the critical path ........................ clkdlybuf4s50_1 > and2b_2 > nor3_1 > nor3_1 > clkdlybuf4s50_1
  Setup crit start kind ........................ input port
  Cell type group with the largest total delay on the critical path ........................ buffers and inverters
  Buf/Inv on CP ........................ 2
  Crit path DAT ........................ 2.32 ns
  Critical path peak fanout ........................ 6

[Placement]
  DP Area ........................ 1900 sq um
  Routability cong. ........................ 0.718
  Placed insts ........................ 299
  Placed wire-length estimate ........................ 3.78 mm
  Number of buffers added on ports ........................ 73

[Logic synthesis]
  Yosys chip area ........................ 1050 sq um
  Mapped cell area ........................ 1050 sq um
  Gate Count Post-Synth ........................ 120
  Count of instantiated cells in the yosys netlist ........................ 120
  Number of distinct library cells after synthesis ........................ 23
  Post-synthesis average cell area ........................ 8.76 sq um
  Post-synthesis register bit count ........................ 32
  Warning count from the yosys run ........................ 1

[Final layout]
  Multi-input logic area ........................ 537 sq um
  Layout cells sized above 1 ........................ 4.26%
  Most frequent cells in the layout ........................ clkdlybuf4s50_1, dlxtn_1, nand2_1
  Fill count ........................ 1027
  Filler-free cell count of the finished design ........................ 299
  Commonest Layout Cell ........................ clkdlybuf4s50_1
  Max FFs per register ........................ 32
  Storage cell area ........................ 480 sq um
  Area growth syn-to-layout ........................ 81.0%
  Final cell area excluding filler cells ........................ 1900 sq um
  Fin util ........................ 20.7%

[Final timing]
  Max Fclk ........................ 334 MHz
  Final worst path period share ........................ 88.1%
  Final critical-path required period ........................ 3.00 ns
  Headroom to the max-slew limit ........................ 49.7%
  Setup TNS Final ........................ 0 ns
  Count of endpoints without a timing constraint ........................ 64
  Unrepaired setup endpoints after global routing ........................ false
  Final hold violation count ........................ 0
  Setup-violating endpoint count in the final report ........................ 0
  Worst Hold Slack ........................ 2.49 ns
  Final number of max-transition violations ........................ 0
  Worst Max-Slew Pin Slew ........................ 0.751 ns
  Number of register pins that no clock reaches ........................ 32

[Clocking]
  Cell resize tally after clock tree synthesis ........................ 0
  Setup fix buffers added after clock tree synthesis ........................ 0
  Number of buffers inserted by hold repair at cts ........................ 0

[Hold path]
  Hold WC Path Type ........................ input port to output port

[Drt]
  DR WL/cell ........................ 15.3 um
  Total via count in the routed design ........................ 1085
  Antenna Cells ........................ 0
  Wire length after detailed routing ........................ 4.57 mm
  Remaining routing DRC violations ........................ 0
  Vias per cell ........................ 3.63
  Drt initial violations ........................ 34
  Tally of nets with antenna violations remaining after routing ........................ 0
  Count of TritonRoute iterations in the first routing pass ........................ 3

[Die]
  Initial core utilization ........................ 11.4%
  Chip footprint ........................ 13700 sq um
  Core area ........................ 9200 sq um
  Chip Height ........................ 117 um
  Io pins ........................ 103
  Placement row count ........................ 35
  Die x size ........................ 117 um

[GRT]
  Number of antenna violations at the first check in global routing ........................ 0
  Total GRT Usage ........................ 6.21%
  Aggregate global routing overflow ........................ 0
  Wire length of the first global-routing pass ........................ 6.42 mm
  Via count of the first global-routing pass ........................ 1084
  Maximum number of pins on one net before global-route repair ........................ 31

[Run]
  Tool warnings ........................ 62
  Max-cap check violation count ........................ 0

[Run status]
  Run status ........................ finished clean

[Pwr]
  Static power due to leakage ........................ 0.730 nW
  IR drop worst, VDD ........................ 60.1 uV
  Pwr dens ........................ 99.2 nW/um^2

----------------------------------------------------
## cells by family after synthesis
group	Yosys count	synth area share (%)
and+or+nand+nor	49	26.8
latches	32	45.7
AOI/OAI and AO/OA	31	22.6
xor gates and xnor gates	1	0.833
buffers and inverters	7	4.05
## through the flow
stage	total power, mW	setup slack, ns
6_report	0.189	0.403
5_1_grt	0.204	0.227
4_1_cts	0.192	0.383
3_5_place_dp	0.192	0.403
3_3_place_gp	0.190	0.391
2_1_floorplan	0.0910	1.27
## area by class of cell
| type | instances | area share [%] |
|---|---|---|
| multi-input combinational | 81 | 28.2 |
| timing repair buffer | 75 | 39.2 |
| sequential | 32 | 25.3 |
| tap | 111 | 7.30 |
## synthesized netlist by cell type
cell type	n	area share, %
nand2_1	18	6.4
a221o_1	8	7.6
buf_2	4	1.9
clkbuf_1	1	0.36
a211oi_2	1	1.2
and2b_2	1	0.83
a22o_1	8	6.7
buf_4	1	0.71
xnor2_1	1	0.83
nor2b_1	9	5.4
nand2b_1	3	1.8
a21oi_1	2	0.95
dlxtn_1	32	46
o21ai_0	10	4.8
nor4b_4	1	2.3
nor3b_2	1	1.2
o21a_1	1	0.71
buf_6	1	1.1
nor3_1	2	0.95
nor3_2	1	0.95
and2_1	10	6.0
nor2_1	3	1.1
a21o_1	1	0.71
## power breakdown
| part | internal [mW] | total [mW] | switching (mW) |
|---|---|---|---|
| sequential | 0.0377 | 0.0405 | 0.00280 |
| clock | 0 | 0 | 0 |
| combinational | 0.0886 | 0.148 | 0.0596 |
| total | 0.126 | 0.189 | 0.0624 |
## metal layers
metal / vias up / global-route usage (%) / part of all wire (%)
met3: 0 / 1.65 / 9.5
li1: 553 / - / -
met5: - / 0 / 0
met2: 41 / 10.6 / 48
met1: 491 / 8.11 / 42
met4: 0 / 0.247 / 0
## worst paths after layout
kind	start	end	cells past startpoint
setup / recovery	func3[0]	byte_enb[1]	5
hold / removal	func3[1]	byte_enb[1]	4
Power and IR drop assume default switching activity.
